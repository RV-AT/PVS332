==> design.v <==
module AHB_CCREG
(
	  input HSEL,
	  input [31:0] HADDR,
	  input HWRITE,
	  input [1:0] HTRANS,
	  input [2:0] HSIZE,
	  input [2:0] HBURST,
	  input [31:0] HWDATA,
	  input HRESETn,
	  input HCLK,
	  input HMASTLOCK,
	  output HREADY,
	  output [1:0] HRESP,
	  output [31:0] HRDATA,
	  output timer_int,
	  output ext_int,
	  output soft_int,
	  input [63:0]INT_ARR
);
	reg [63:0]MTIME;
	reg [63:0]MTIMECMP;
	genvar i;
	integer j;
	wire [63:0]IPA; 
	reg [63:0]IE; 
	reg [4:0]IPRIO[63:1]; 
	reg [4:0]ITHRES; 
	wire [63:1]ICLAIM; 
	wire [63:1]ICOMPLETE; 
	wire [5:0]IID; 
	wire [3:0]COD_INZERO;
	wire [63:1]SELICLAIM; 
	wire [3:0]CODO0;
	wire [3:0]CODO1;
	wire [3:0]CODO2;
	wire [3:0]CODO3;
	reg HWI;
	assign HRESP=0;
	assign HREADY=1;
	assign timer_int=(MTIMECMP!=0)?((MTIME>MTIMECMP)?1'b1:1'b0):1'b0;
	assign IPA[0]=0;
	pcod16s4 cod1(.di({ICLAIM[15:1],1'b0}),.dato(CODO0),.ni(COD_INZERO[0]),.en(1'b1));
	pcod16s4 cod2(.di(ICLAIM[31:16]),.dato(CODO1),.ni(COD_INZERO[1]),.en(COD_INZERO[0]));
	pcod16s4 cod3(.di(ICLAIM[47:32]),.dato(CODO2),.ni(COD_INZERO[2]),.en(COD_INZERO[1:0]==2'b11));
	pcod16s4 cod4(.di(ICLAIM[63:48]),.dato(CODO3),.ni(COD_INZERO[3]),.en(COD_INZERO[2:0]==02'b111));
	assign IID=
	{(!COD_INZERO[1])?2'b01:
	(!COD_INZERO[2])?2'b10:
	(!COD_INZERO[3])?2'b11:2'b00
	,CODO0|CODO1|CODO2|CODO3};
	assign HRDATA=
	(({32{HADDR[16:2]==14'h00}}&MTIME[31:0])|
	({32{HADDR[16:2]==14'h01}}&MTIME[63:32])|
	({32{HADDR[16:2]==14'h02}}&MTIMECMP[31:0])|
	({32{HADDR[16:2]==14'h03}}&MTIMECMP[63:32])|
	{31'b0,(SELICLAIM!=0)}|
	({32{HADDR[16:2]==15'h7800}}&{27'h0,ITHRES})|
	({32{HADDR[16:12]==7'h79}}&{27'h0,IPRIO[HADDR[9:2]]})|
	({32{HADDR[16:2]==15'h7A00}}&{IE[31:1],1'b0})|
	({32{HADDR[16:2]==15'h7A01}}&IE[63:32])|
	({32{HADDR[16:2]==15'h7A04}}&{IPA[31:1],1'b0})|
	({32{HADDR[16:2]==15'h7A05}}&IPA[63:32])|
	({32{HADDR[16:2]==15'h7A08}}&{27'h0,IID})|
	32'h00000000);
	always@(posedge HCLK or negedge HRESETn)
	begin
		if(!HRESETn)
		begin
			MTIME<=0;
			MTIMECMP<=0;
			for (j=1;j<=63;j=j+1) IPRIO[j]=0;
			ITHRES<=0;
			IE<=0;
			HWI<=0;
		end
		else
		begin
			if(HWRITE)HWI<=HSEL;
			else HWI<=0;
			if(HSEL&HWI&HADDR[16:3]==0)
			begin
				if(HADDR[2])MTIME<={HWDATA,MTIME[31:0]};
				else MTIME<={MTIME[63:32],HWDATA};
			end
			else MTIME<=MTIME+1;
			if(HSEL&HWI&HADDR[16:3]==14'h0001)
			begin
				if(HADDR[2])MTIMECMP<={HWDATA,MTIMECMP[31:0]};
				else MTIMECMP<={MTIMECMP[63:32],HWDATA};
			end
			if(HSEL&HWI&HADDR[16:3]==15'h3D00)
			begin
				if(HADDR[2])IE<={HWDATA,IE[31:0]};
				else IE<={IE[63:32],HWDATA};
			end
		end
	end
	generate
	for(i=1;i<=63;i=i+1)
	begin
		plic_cell PCELL1
			(
			.int_src(INT_ARR[i]),
			.rst_n(HRESETn),
			.prio(IPRIO[i]),
			.thres(ITHRES),
			.ip(IPA[i]),
			.en(IE[i]),
			.iclaim(ICLAIM[i]),
			.ack(ICOMPLETE[i])
			);
		assign ICOMPLETE[i]=(HWI&HSEL&(HADDR[16:2]==(15'h7900+i)))?1'b1:1'b0;
	end
	for(i=1;i<=63;i=i+1)
	begin
		assign SELICLAIM[i]=(ICLAIM[i]&HSEL&(HADDR[16:2]==(15'h7900+i)))?1'b1:1'b0;
	end
	endgenerate
	assign soft_int=(HWI&HSEL&(HADDR[16:2]==(15'h7A09)))?1'b1:1'b0;
	assign ext_int=(ICLAIM!=0);
endmodule
module pcod16s4(input [15:0]di,input en,output [3:0]dato,output ni);
assign ni=(di==0); 
assign dato=({4{en&(!ni)}})&(~(
{4{di==16'bXXXXXXXXXXXXXXX1}}&4'hF|
{4{di==16'bXXXXXXXXXXXXXX10}}&4'hE|
{4{di==16'bXXXXXXXXXXXXX100}}&4'hD|
{4{di==16'bXXXXXXXXXXXX1000}}&4'hC|
{4{di==16'bXXXXXXXXXXX10000}}&4'hB|
{4{di==16'bXXXXXXXXXX100000}}&4'hA|
{4{di==16'bXXXXXXXXX1000000}}&4'h9|
{4{di==16'bXXXXXXXX10000000}}&4'h8|
{4{di==16'bXXXXXXX100000000}}&4'h7|
{4{di==16'bXXXXXX1000000000}}&4'h6|
{4{di==16'bXXXXX10000000000}}&4'h5|
{4{di==16'bXXXX100000000000}}&4'h4|
{4{di==16'bXXX1000000000000}}&4'h3|
{4{di==16'bXX10000000000000}}&4'h2|
{4{di==16'bX100000000000000}}&4'h1|
{4{di==16'b1000000000000000}}&4'h0|4'h0
));
endmodule
module plic_cell(
input int_src,
input rst_n,
input [4:0]prio,
input [4:0]thres,
input en,
input ack,
output ip,
output iclaim
);
wire rst;
assign rst=(!rst_n)|ack;
reg gate;
assign ip=gate;
always@(posedge int_src or posedge rst)
begin
    if(rst)
    gate<=1'b0;
    else
    gate<=((int_src&en)?1'b1:1'b0);
end
assign iclaim=(prio>thres)&gate;
endmodule
==> run.sh <==
#!/bin/bash
# OpenROAD 26Q1-2900-gdf79404cd8, Yosys 0.63+post, stock flow scripts
make -C /OpenROAD-flow-scripts/flow DESIGN_CONFIG=/design/flow/config.mk WORK_HOME=/design/flow/orfs finish
==> config.mk <==
export PLATFORM = sky130hd
export DESIGN_NAME = AHB_CCREG
export DESIGN_NICKNAME = AHB_CCREG
export VERILOG_FILES = /design/flow/design.v
export SDC_FILE = /design/flow/constraint.sdc
export NUM_CORES = 4
export LEC_CHECK = 1
export CORE_UTILIZATION = 50
==> constraint.sdc <==
current_design AHB_CCREG

set clk_period 7.3
set clk_io_pct 0.2

create_clock -name clk0 -period $clk_period [get_ports {HCLK}]
create_clock -name clk1 -period $clk_period [get_ports {INT_ARR}]

set non_clock_inputs [all_inputs -no_clocks]
set_input_delay [expr $clk_period * $clk_io_pct] -clock clk0 $non_clock_inputs
set_output_delay [expr $clk_period * $clk_io_pct] -clock clk0 [all_outputs]
==> results_slide.txt <==
Physical Implementation Snapshot

Status
  – Result of the run: aborted with a tool error
  – Halt Stage: global routing
  – First error: [ERROR GRT-0116] Global routing finished with congestion. Check the congestion regions in the DRC Viewer.

GRT
  – Overall fraction of global-route tracks in use: 78.2%
  – Global-route wire length before repair: 152000 microns
  – Residual overflow from global routing: 273
  – Largest net degree at the start of global routing: 132
  – Via count of the first global-routing pass: 21000

CTS
  – Post-CTS Repair Setup Buffers: 0
  – Number of buffers added to fix hold violations after cts: 0
  – Resize count post-CTS: 0

Logic synthesis
  – Seq share, synth: 44.0%
  – Avg Inst Size Synth: 9.49 sq um
  – Top cells by area, synth: dfrtp_1 (44%), ha_1 (5.6%), mux2_2 (5.0%)
  – Cell type contributing the most total cell area after synthesis: dfrtp_1
  – Ys cells: 1528
  – Most common flop cell mapped by yosys: dfrtp_1
  – Mapped Area: 14500 sq um
  – Yosys synthesis chip area: 14500 sq um
  – Post-synth top area share: 44.0%
  – Post-synthesis async set-or-reset flop share: 100%
  – Synth Instances: 1528
  – Yosys warnings: 5
  – Number of synthesized register bits: 255
  – Netlist cell types: 75
  – Number of enable-type register cells in the synthesized netlist: 0

Floorplanning
  – Std-Cell Rows: 61
  – Vertical die dimension: 172 microns
  – Top-Level Pins: 179
  – Die extent in x: 172 microns
  – Core utilization at floorplan: 51.5%

Place
  – Dpl hpwl: 38600 microns
  – GP Congestion: 0.970
  – PortBufs: 84
routing by layer:
layer | overflow | GRT usage, %
met1 | 4 | 82.1
met2 | 0 | 78.5
met3 | 108 | 78.2
met4 | 152 | 71.1
met5 | 9 | 69.0
cells in the mapped netlist (3+ instances only):
cell	instances
a221o_1	7
buf_4	6
a22o_1	3
a31oi_1	6
a22oi_1	72
a211oi_1	24
mux2_2	64
nand3_1	75
dfrtp_1	255
and4_1	19
nand2_1	134
or3_1	7
o21a_1	12
or4_1	3
nor3_1	41
nand4_1	26
a21oi_1	75
a222oi_1	21
a221oi_1	4
and2_1	72
clkbuf_1	62
o21ai_0	91
and3_1	27
buf_1	6
inv_1	68
a311oi_1	8
nor4_1	22
o311ai_0	10
a21o_1	13
o31ai_1	4
o22ai_1	4
a21boi_0	50
nor3_2	3
ha_1	65
o211ai_1	12
nand2b_1	7
buf_2	16
nor2_1	83
stage by stage:
stage	power [mW]	instance area [sq um]	util, %	worst slack [ns]	cells
CTS	11.7	24200	85.9	0.854	2279
detailed placement	1.64	15700	55.9	1.06	1933
global placement	1.64	15700	55.9	1.09	1933
floorplan	1.53	14500	-	2.72	1530
kinds of logic after synthesis:
kind of cell    after synthesis  synth area share, %
buf+inv                     160                 4.54
other cells                   2               0.0518
fa+ha+maj                    65                 5.61
xor+xnor                      1               0.0604
mux                          66                 5.11
simple gates                546                 20.2
compound gates              433                 20.4
flops                       255                 44.0
Power and IR drop assume default switching activity.
