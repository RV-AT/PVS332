`design/flow/design.v`:
```
module AHB_UART
	(
	  input HSEL,
	  input [31:0] HADDR,
	  input HWRITE,
	  input [1:0] HTRANS,
	  input [2:0] HSIZE,
	  input [2:0] HBURST,
	  input [31:0] HWDATA,
	  input HRESETn,
	  input HCLK,
	  input HMASTLOCK,
	  output HREADY,
	  output [1:0] HRESP,
	   output [31:0] HRDATA,
	   input UART_Rx,
	   output UART_Tx,
	   output [7:0]UART_INT
	);
	wire BaudL,BaudOut,TINT,RINT,RxError,TxBusy;
    reg [31:0]UART_CFG; 
	reg [15:0]UART_DIV;
	wire [31:0]UART_STAT;
	reg [7:0]TxReg;
	reg HWI;
	reg [3:0]WADDR;
    wire [7:0]TxDat;
	wire [7:0]RxReg;
    wire [7:0]TFIFOO;
    wire TBUFE,RBUFF; 
    assign RBUFF=0;
    reg send,TFIFOHS,TFIFOWR;
	assign UART_INT=({TBUFE,RBUFF,RxError,TINT,RINT}&UART_CFG[31:24]);
	assign UART_STAT={TBUFE,RBUFF,TxBusy,RxError,RINT,TINT};
    assign TxDat=(UART_CFG[4])?TFIFOO:TxReg;
    assign HRDATA=
	(({32{HADDR[6:2]==5'h00}}&UART_CFG)|
	({32{HADDR[6:2]==5'h01}}&UART_DIV)|
	({32{HADDR[6:2]==5'h02}}&({24'b0,RxReg}))|
	({32{HADDR[6:2]==5'h03}}&UART_STAT)|
	32'h00000000);
    always @(posedge HCLK or negedge HRESETn)
    begin
        if(!HRESETn)
        begin
            UART_CFG<=0;
            UART_DIV<=0;
            HWI<=0;
            WADDR<=0;
            send<=1'b0;
            TFIFOHS<=1'b0;
        end
        else
        begin
            if(HWRITE)
            begin
                HWI<=HSEL;
                WADDR<=HADDR[6:2];
                if(UART_CFG[4]&HSEL&HADDR[6:2]==5'h02)
                    TFIFOWR<=1'b1;
            end
            else 
            begin
                HWI<=1'b0;
                TFIFOWR<=1'b0;
            end
            if(HWI)
            case (WADDR)
                4'h0:UART_CFG<=HWDATA;
                4'h1:UART_DIV<=HWDATA[15:0];
                4'h2:
                begin
                    if(!UART_CFG[4])
                    begin
                        send<=1'b1;
                        TxReg<=HWDATA[7:0] ;
                    end
                end
            endcase
            else 
            begin
                if(TxBusy)send<=1'b0;
                else if((!TBUFE)&UART_CFG[4])send<=1;
                else send<=0;
            end 
            TFIFOHS=(UART_CFG[4])?TINT:1'b0;
        end
    end 
	BaudGen UBG1(
        .clkdivL(UART_DIV[15:0]),
        .en(UART_CFG[7]),
        .clk(HCLK),
        .rst(~HRESETn),
        .BaudOut(BaudOut),
        .BaudOutL(BaudL)
        );
	UART_Tx UTX1(
        .clk(BaudL),
        .rst(~HRESETn),
        .en(UART_CFG[2]),
        .ChkEn(UART_CFG[0]),
        .send(send),
        .dat(TxDat),
        .busy(TxBusy),
        .TINT(TINT),
        .TxD(UART_Tx)
        );
	UART_Rx URX1(
        .clk(BaudOut),
        .rst(~HRESETn),
        .en(UART_CFG[1]),
        .ChkEn(UART_CFG[0]),
        .RxD(UART_Rx),
        .dat(RxReg),
        .ERR(RxError),
        .INT(RINT)
        );
    SyncFIFO TFIFO1(
        .clk(HCLK),
        .rst_n(HRESETn),
        .wr_en(TFIFOWR),
        .rd_en({TFIFOHS,TINT}==2'b01),
        .data_in(HWDATA),
        .data_out(TFIFOO),
        .empty(TBUFE)
	);
	assign HRESP=0;
	assign HREADY=1;
endmodule
module BaudGen(clkdivL,en,clk,rst,BaudOut,BaudOutL);
input [15:0]clkdivL;
input clk,rst,en;
output reg BaudOut;
output reg BaudOutL;
wire [12:0]clkdiv;
reg [12:0]count;
reg [15:0]countL;
assign clkdiv=clkdivL[15:4];
always @(posedge clk or posedge rst)
begin
	if(rst)
		begin
		count<=9'b0;
		BaudOut<=1'b0;
		countL<=9'b0;
		BaudOutL<=1'b0;
		end
	else
	if(en)
	begin
		if(count==clkdiv)
		begin 
			count<=12'h0;
			BaudOut<=~BaudOut;
		end
		else count<=count+1'b1;
		if(countL==clkdivL)
		begin 
			countL<=15'h0;
			BaudOutL<=~BaudOutL;
		end
		else countL<=countL+1'b1;
	end
end
endmodule
module SyncFIFO
(
	input clk,
	input rst_n,
	input wr_en,rd_en,
	input  [7:0]data_in,
	output reg[7:0]data_out,
	output empty,full
);
reg	[7:0]ram[15:0];
reg    [3:0] wr_ptr,rd_ptr; 
reg    [3:0] counter; 
always@(posedge clk or negedge rst_n)
begin
 if(!rst_n)
 begin
  counter<=0;
  data_out<=0;
  wr_ptr<=0;
  rd_ptr<=0;
 end
 else
 begin
  case({wr_en,rd_en})
   2'b00: counter<=counter;
   2'b01: 
          begin
		   data_out<=ram[rd_ptr]; 
		   counter<=counter-1;
		   rd_ptr<=(rd_ptr==15)?0:rd_ptr+1;
		  end
   2'b10:
          begin
		   ram[wr_ptr]<=data_in; 
		   counter<=counter+1;
		   wr_ptr<=(wr_ptr==15)?0:wr_ptr+1;
		  end
   2'b11:
         begin
		  ram[wr_ptr]<=data_in; 
		  data_out<=ram[rd_ptr];
		  wr_ptr<=(wr_ptr==15)?0:wr_ptr+1;
		  rd_ptr<=(rd_ptr==15)?0:rd_ptr+1;
		 end 
  endcase
 end
end
assign empty=(counter==0)?1:0;
assign full =(counter==15)?1:0;
endmodule
module UART_Rx(clk,rst,en,ChkEn,RxD,dat,ERR,INT);
input clk,rst,RxD,ChkEn,en;
output reg[7:0]dat;
output reg ERR,INT;
reg [8:0]RBUF;
reg[3:0]status;
reg[3:0]next_status;
reg[3:0]OSRCNT;
reg [3:0]BCNT;
reg [3:0]RSTAT;
wire [3:0]BSEL; 
parameter Idle		=3'b000;
parameter wait16	=3'b001;
parameter CLR		=3'b010;
parameter Rb		=3'b100;
parameter Stop		=3'b101;
assign BSEL=(ChkEn)?4'h8:4'h7;
always @(posedge clk or posedge rst)
begin
if (rst)
	begin
	status<=Idle;
	end
else status<=next_status;
end
always @(*)
begin
	case (status)
	Idle:
		begin
		if((!RxD)&en) next_status=wait16;
		else next_status=Idle;
		end
	wait16:
		begin
		if(RSTAT>=4'hc)next_status=CLR;
		else next_status=wait16;
		end
	CLR:
		begin
		next_status=Rb;
		end
	Rb:
		begin
		if(BCNT>BSEL)next_status=Stop;
		else next_status=Rb;
		end
	Stop:
		begin
		if(RSTAT<=5'h0e) next_status=Stop;
		else 
			if(RxD) next_status=Idle;
			else next_status=wait16;
		end
	endcase
end
always @ (posedge clk or posedge rst)
begin
	if(rst)
		begin
			INT<=0;
			ERR<=0;
			BCNT<=0;
			OSRCNT<=0;
			RBUF<=0;
			dat<=0;
		end
	else
		begin
			case (next_status)
				Idle:
				begin
					OSRCNT<=0;
					RSTAT<=0;
					BCNT<=0;	
					RBUF<=0;
					INT<=0;
				end
				wait16:
				begin
					RSTAT<=RSTAT+1;
				end
				CLR:
				begin
					BCNT<=0;
					OSRCNT<=0;
				end
				Rb:
				begin 
					if(RSTAT<=4'he)
					begin
						OSRCNT<=OSRCNT+RxD;
						RSTAT<=RSTAT+1;
					end
					else
						begin
							RSTAT<=0;
							BCNT<=BCNT+1;
							RBUF<={OSRCNT[3],RBUF[8:1]};
							OSRCNT<=0;
						end
				end
				Stop:
				begin 
					dat<=(ChkEn)?RBUF[7:0]:RBUF[8:1];
					INT<=1'b1;
					ERR<=ChkEn&(RBUF[8])^(^RBUF[7:0]);
					RSTAT<=RSTAT+1;
				end
				default:INT<=1'b0;
			endcase
		end
end
endmodule	
module UART_Tx(clk,rst,en,ChkEn,send,dat,busy,TINT,TxD);
input clk,rst,en,ChkEn,send;
input [7:0] dat;
output reg TxD,busy,TINT;
wire [4:0]TbN;
reg [8:0]TBUF;
reg [3:0]TbC;
reg[3:0]status;
reg[3:0]next_status;
assign TbN=(ChkEn)?9:8;
parameter Idle=2'b00;
parameter Start=2'b01;
parameter Tb=2'b10;
parameter Stop=2'b11;
always @(posedge clk or posedge rst)
begin
if (rst)
	begin
	status<=Idle;
	end
else status<=next_status;
end
always @(*)
begin
	case (status)
	Idle:
		begin
		if(send&en) next_status=Start;
		else next_status=Idle;
		end
	Start:next_status=Tb;
	Tb:if(TbC!=TbN)next_status=Tb;
		else next_status=Stop;
	Stop:
		begin
		next_status=Idle;
		end
	default:next_status=Idle;
	endcase
end
always @ (posedge clk or posedge rst)
begin
	if(rst)
	begin
		TxD<=1;
		TBUF<=0;
		busy<=0;
		TbC<=0;
		TINT<=0;
	end
	else
		case (next_status)
			Start:
				begin
				TxD<=1'b0;
				TBUF<={~(^dat),dat};
				busy<=1'b1;
				TINT<=0;
				TbC<=0;
				end
			Tb:
				begin 
					{TBUF,TxD}<=TBUF;
					TbC=TbC+1;
				end	
			Stop:begin TxD<=1'b1;busy<=1'b0;TINT<=1; end
			default:begin TxD<=1'b1;busy<=1'b0;TINT<=1'b0;end
		endcase
end
endmodule
```
`design/flow/config.mk`:
```
export PLATFORM = sky130hd
export DESIGN_NAME = AHB_UART
export DESIGN_NICKNAME = AHB_UART
export VERILOG_FILES = /design/flow/design.v
export SDC_FILE = /design/flow/constraint.sdc
export NUM_CORES = 4
export LEC_CHECK = 1
export CORE_UTILIZATION = 50
```
`design/flow/run.sh`:
```
#!/bin/bash
# OpenROAD 26Q1-2900-gdf79404cd8, Yosys 0.63+post, stock flow scripts
make -C /OpenROAD-flow-scripts/flow DESIGN_CONFIG=/design/flow/config.mk WORK_HOME=/design/flow/orfs finish
```
`design/flow/constraint.sdc`:
```
current_design AHB_UART

set clk_period 7.4
set clk_io_pct 0.2

create_clock -name clk0 -period $clk_period [get_ports {HCLK}]

set non_clock_inputs [all_inputs -no_clocks]
set_input_delay [expr $clk_period * $clk_io_pct] -clock clk0 $non_clock_inputs
set_output_delay [expr $clk_period * $clk_io_pct] -clock clk0 [all_outputs]
```
==> CHANGELOG.md <==
### Changed

* Post-synth tally of flip-flops with integrated enable at 141
* Fin Clk Skew at 25.17 ps
* Pin count of the biggest net entering global routing at 57
* Crit. End Element: output port
* Most frequent logic cell in the layout: dfrtp_1
* Critical-path top delay cell: or4_1
* Slowest stage delay, CP at 830 ps
* Clock Pin Slew Worst Setup and Hold Paths at 60 ps
* Detail Route Antenna Nets at 0
* Die height at 167.1 µm
* Residual DRC count at 0
* Root Driver: clkbuf_16
* Area after DPL at 0.01479 mm²
* Internal power at 2.841 mW
* Register pins left without a clock at 57
* CTS tree: built
* DR vias/cell at 5.644
* Combinational share of power at 14.4%
* Starting DRT DRC Count at 542
* Post-Syn Area at 0.01363 mm²
* GRT Residual Overflow at 0
* Die Wd at 167.1 µm
* Total core area at 0.02688 mm²
* Net Sw Frac at 25.76%
* Worst Hold Depth at 1
* Run status: complete, no violations
* Total die size at 0.02793 mm²
* Share of layout cells above drive strength 1 at 13.82%
* Post_cts resized at 0
* Avg Cell Area, Syn at 12.51 µm²
* Reg2reg start: TFIFO1.rd_ptr[0]
* CP Launch Type: input pin
* Max Freq at 0.1875 GHz
* TritonCTS buffer count at 27
* Final setup viols at 0
* Endpoints left unconstrained at 62
* Pre-antenna DRT Iters at 5
* Tmin final at 5334 ps
* Critical Path, Cell by Cell: clkdlybuf4s50_1 -> or4_1 -> nor2_4 -> and2_1 -> clkdlybuf4s50_1
* Synth Instances at 1,090
* IO buf count at 78
* Unrepaired setup endpoints after global routing: false
* Sequential share of power at 47.2%
* Clk latency late pin at 540 ps
* Layout area overhead at 15.74%
* Seq. cell area at 0.008185 mm²
* Yosys Chip Area at 0.01363 mm²
* Switch Pwr at 0.9857 mW
* Final hold vios at 0
* Slew @ Worst Pin at 871.7 ps
* Critical path peak fanout at 16
* Design Area, Final at 0.01578 mm²
* Pwr/cell area at 242.5 mW/mm²
* Ant diodes at 0
* Synth flops at 300
* Clk buf depth at 3
* Leak pwr at 6.274 nW
* Worst r2r dst: TFIFO1.data_out[1]
* Fill cell count at 2,183
* CP most frequent cell: clkdlybuf4s50_1
* Placer's final routability congestion estimate at 0.8211
* Routed wire length at 29,470 µm
* Worst hold start: TFIFO1.counter[3]
* Setup TNS at 0 ps
* Comb. cell area at 0.005077 mm²
* First-pass GRT wire length at 47,980 µm
* Post-synth ARST share at 52.00%
* Via count at 8,664
* Vias in the first global route at 8,790
* Row cnt at 60
* Part of the cycle the worst path needs at 72.08%
* R2R setup slack at 4990 ps
* HPWL Detailed at 19,040 µm
* Max H-tree Level at 1
* Total GRT Usage at 23.56%
* Clk network pwr share at 38.4%
* # Post-CTS Setup Buffers at 0
* Most frequent cells in the layout: dfrtp_1 (154), edfxtp_1 (141), nand2_1 (82), clkdlybuf4s50_1 (77), o21ai_0 (74)
* Wire per inst at 19.20 µm
* Main flop type: dfrtp_1
* Tool warnings at 72
* VDD IR max at 203.8 µV
* Crit path kind: input pin to output port
* Hold Path Class: flip-flop to flip-flop
* Max-cap violations at 0
* Top-Level Pins at 122
* Initial antenna violation count at 0
* # hold bufs at CTS at 0
* Normalized max-slew margin at 41.67%
* # Cells Yosys at 1,090
* Critical path arrival at 3850 ps
* FP Util at 50.73%
* Worst Reg2Reg Path Length in Cells at 7
* YS warnings at 7
* Final Max Slew Viols at 0
* Synth unique cells at 68
* Hold Path Sink: TFIFO1.counter[3]
* Worst Path Required at 5920 ps
[flip-flops by register name, summed over array words and instances (netlist names), 8 cells and up]
signal           flops
UBG1.countL         16
UART_DIV            16
TFIFO1.ram         128
UBG1.count          13
UTX1.TBUF            9
TxReg                8
URX1.RBUF            9
URX1.dat             8
TFIFO1.data_out      8
UART_CFG            32
[worst max-delay path, delay by kind of cell]
| family | cells | cell delay [ps] |
|---|---|---|
| AND/OR/NAND/NOR | 3 | 1400 |
| buffers and inverters | 2 | 970 |
[through the flow]
| step | power, mW | cells | utilization [%] | hold WS, ps | setup WS, ps |
|---|---|---|---|---|---|
| after floorplan | 2.188 | 1095 | - | 442.0 | 3325 |
| after global placement | 2.381 | 1485 | 55.05 | 459.6 | 2070 |
| after detailed placement | 2.389 | 1485 | 55.05 | 458.5 | 2030 |
| after CTS | 3.869 | 1535 | 58.71 | 473.3 | 2031 |
| after global routing | 4.010 | 1535 | 58.71 | 482.5 | 1955 |
| final | 3.826 | 1535 | 58.71 | 469.9 | 2066 |
[layout make-up]
| cell class | count | area share [%] |
|---|---|---|
| sequential | 300 | 51.88 |
| clock inverter | 14 | 1.491 |
| tap | 341 | 2.704 |
| timing repair buffer | 110 | 6.478 |
| clock buffer | 36 | 4.750 |
| inverter | 22 | 0.5234 |
| multi-input combinational | 712 | 32.18 |
[synth_stat cells, drive strengths merged (6+ instances only)]
library cell  number  share of area (%)
inv               22               0.61
and2              25                1.2
ha                28                2.6
nor2              71                2.0
nand3             22               0.81
and3              15               0.69
dfrtp            154                 28
buf               35                1.7
nor3               7               0.33
nand4             12               0.55
nor4               6               0.39
edfxtp           141                 31
a222oi             7               0.51
xor2              31                2.0
a22oi             25                1.4
mux2i             29                2.2
a22o              40                2.6
nand2b             8               0.37
a221oi            13               0.84
o21ai             74                2.7
xnor2             42                2.7
mux2              67                5.5
a21oi             26               0.95
nand2             82                2.3
or2                6               0.28
nor2b              9               0.41
clkbuf            26               0.72
[worst max path at each step]
stage / to / cells after the start / slack, ps / start
CTS: HRDATA[21] / 5 / 2030 / HADDR[3]
global route: HRDATA[27] / 5 / 1950 / HADDR[3]
finish: HRDATA[21] / 5 / 2070 / HADDR[3]
[logic make-up (layout without fill, tap and decap cells)]
family | after synthesis | after routing | synth area share [%]
other cells | 2 | 7 | 0.05509
compound gates | 223 | 223 | 11.14
buf+inv | 83 | 182 | 2.992
fa+ha+maj | 30 | 30 | 2.790
mux | 97 | 97 | 7.884
xor+xnor | 73 | 73 | 4.690
simple gates | 282 | 282 | 10.41
latches | 3 | 3 | 0.3304
flops | 297 | 297 | 59.71
[power by group through the flow]
stage     Combinational (mW)  Clock, mW  Sequential (mW)
5_1_grt                0.628       1.55             1.84
6_report               0.553       1.47             1.81
4_1_cts                0.561       1.50             1.81
[metal layers]
layer | vias up | global-route usage [%] | part of all wire [%]
li1 | 4163 | - | -
met1 | 4229 | 38.07 | 45
met2 | 236 | 35.00 | 46
met3 | 36 | 6.837 | 7.1
met4 | 0 | 3.905 | 1.9
met5 | - | 0 | 0
Power figures rest on the tool's default switching activity, not on a simulated workload.
