## design.v

```verilog
module AHB_GPIOC
(
  input HSEL,
  input [31:0] HADDR,
  input HWRITE,
  input [1:0] HTRANS,
  input [2:0] HSIZE,
  input [2:0] HBURST,
  input [31:0] HWDATA,
  input HRESETn,
  input HCLK,
  input HMASTLOCK,
  output HREADY,
   output [31:0] HRDATA,
   input [31:0]GPIO1_DI,		 
   output reg[31:0]GPIO1_DO,	 
   output reg[31:0]GPIO1_AFC,	 
   output reg[31:0]GPIO1_DIR,	 
   output reg[63:0]GPIO1_PM,	 
   output reg[63:0]GPIO1_PS		 
);
	reg [31:0]GPIO1_DIS; 
	genvar i;
	wire [31:0]DI;
	wire [31:0]DI8;
	wire [31:0]DI16;
	wire [7:0]MUX8O;
	wire [15:0]MUX16O;
	wire [31:0]MUXO;
	reg [4:0]WADDR;
	reg [3:0]WE_F;
	wire [3:0]WE_DEC8;
	wire [3:0]WE_DEC16;
	assign MUX8O=	 
		(({8{HADDR[1:0]==2'b00}}&MUXO[7:0])|
		({8{HADDR[1:0]==2'b01}}&MUXO[15:8])|
		({8{HADDR[1:0]==2'b10}}&MUXO[23:16])|
		({8{HADDR[1:0]==2'b11}}&MUXO[31:24]));
	assign MUX16O=	 
		(({16{~HADDR[1]}}&{MUXO[15:8],MUXO[7:0]})|
		({16{HADDR[1]}}&{MUXO[31:24],MUXO[23:16]}));
	assign HRDATA=	 
		(({32{HSIZE[1:0]==2'b00}}&{24'b0,MUX8O})|
		({32{HSIZE[1:0]==2'b01}}&{16'b0,WE_DEC16})|
		({32{HSIZE[1:0]==2'b10}}&{MUXO[31:24],MUXO[23:16],MUXO[15:8],MUXO[7:0]}));
	assign DI8=	 
		(({32{HADDR[1:0]==2'b00}}&{24'b0,HWDATA[7:0]})|
		({32{HADDR[1:0]==2'b01}}&{16'b0,HWDATA[7:0],8'b0})|
		({32{HADDR[1:0]==2'b10}}&{8'b0,HWDATA[7:0],16'b0})|
		({32{HADDR[1:0]==2'b11}}&{HWDATA[7:0],24'b0}));
	assign DI16=	 
		(({32{~HADDR[1]}}&{16'b0,HWDATA[15:0]})|
		({32{HADDR[1]}}&{HWDATA[15:0],16'b0}));
	assign DI=	 
		(({32{HSIZE[1:0]==2'b00}}&DI8)|
		({32{HSIZE[1:0]==2'b01}}&DI16)|
		({32{HSIZE[1:0]==2'b10}}&HWDATA));	
	assign WE_DEC8=  
		(({4{HADDR[1:0]==2'b00}}&4'b0001)|
		({4{HADDR[1:0]==2'b01}}&4'b0010)|
		({4{HADDR[1:0]==2'b10}}&4'b0100)|
		({4{HADDR[1:0]==2'b11}}&4'b1000));
	assign WE_DEC16=
		(({16{~HADDR[1]}}&4'b0011)|
		({16{HADDR[1]}}&4'b1100));	
	assign MUXO=
	(({32{HADDR[7:2]==5'h00}}&GPIO1_DO)|
	({32{HADDR[7:2]==5'h01}}&GPIO1_DIS)|
	({32{HADDR[7:2]==5'h02}}&GPIO1_DIR)|
	({32{HADDR[7:2]==5'h03}}&GPIO1_PM[31:0])|
	({32{HADDR[7:2]==5'h04}}&GPIO1_PM[63:32])|
	({32{HADDR[7:2]==5'h05}}&GPIO1_PS[31:0])|
	({32{HADDR[7:2]==5'h06}}&GPIO1_PS[63:32])|
	({32{HADDR[7:2]==5'h07}}&GPIO1_AFC)|
	32'h00000000);
	always @(posedge HCLK or negedge HRESETn)	
	begin
		if(!HRESETn)
		begin
			GPIO1_AFC<=32'h00000000;
			GPIO1_DIR<=32'h00000000;
			GPIO1_PM<=64'h00000000;
			GPIO1_PS<=64'h00000000;	
			WE_F<=0;
			WADDR<=0;
		end
		else
		begin
			if(HWRITE)
			begin
				WE_F<=  
				({4{HSIZE[1:0]==2'b00}}&WE_DEC8|
				{4{HSIZE[1:0]==2'b01}}&WE_DEC16|
				{4{HSIZE[1:0]==2'b10}}&{4{HWRITE}})&{4{HSEL}};
				WADDR<=HADDR[6:2];
			end
			else WE_F<=0;
			if(HSEL&(WE_F!=0))
			begin
			case (WADDR)
				5'h00:
					begin
						if(WE_F[0])
							GPIO1_DO[7:0]<=DI[7:0];
						if(WE_F[1])
							GPIO1_DO[15:8]<=DI[15:8];
						if(WE_F[2])
							GPIO1_DO[23:16]<=DI[23:16];
						if(WE_F[3])
							GPIO1_DO[31:24]<=DI[31:24];
					end
				5'h02:
					begin
						if(WE_F[0])
							GPIO1_DIR[7:0]<=DI[7:0];
						if(WE_F[1])
							GPIO1_DIR[15:8]<=DI[15:8];
						if(WE_F[2])
							GPIO1_DIR[23:16]<=DI[23:16];
						if(WE_F[3])
							GPIO1_DIR[31:24]<=DI[31:24];
					end
				5'h03:
					begin
						if(WE_F[0])
							GPIO1_PM[7:0]<=DI[7:0];
						if(WE_F[1])
							GPIO1_PM[15:8]<=DI[15:8];
						if(WE_F[2])
							GPIO1_PM[23:16]<=DI[23:16];
						if(WE_F[3])
							GPIO1_PM[31:24]<=DI[31:24];
					end
				5'h04:
					begin
						if(WE_F[0])
							GPIO1_PM[39:32]<=DI[7:0];
						if(WE_F[1])
							GPIO1_PM[47:40]<=DI[15:8];
						if(WE_F[2])
							GPIO1_PM[55:48]<=DI[23:16];
						if(WE_F[3])
							GPIO1_PM[63:56]<=DI[31:24];
					end
				5'h05:
					begin
						if(WE_F[0])
							GPIO1_PS[7:0]<=DI[7:0];
						if(WE_F[1])
							GPIO1_PS[15:8]<=DI[15:8];
						if(WE_F[2])
							GPIO1_PS[23:16]<=DI[23:16];
						if(WE_F[3])
							GPIO1_PS[31:24]<=DI[31:24];
					end
				5'h06:
					begin
						if(WE_F[0])
							GPIO1_PM[39:32]<=DI[7:0];
						if(WE_F[1])
							GPIO1_PM[47:40]<=DI[15:8];
						if(WE_F[2])
							GPIO1_PM[55:48]<=DI[23:16];
						if(WE_F[3])
							GPIO1_PM[63:56]<=DI[31:24];
					end
				5'h07:
					begin
						if(WE_F[0])
							GPIO1_AFC[7:0]<=DI[7:0];
						if(WE_F[1])
							GPIO1_AFC[15:8]<=DI[15:8];
						if(WE_F[2])
							GPIO1_AFC[23:16]<=DI[23:16];
						if(WE_F[3])
							GPIO1_AFC[31:24]<=DI[31:24];
					end
			endcase
			end
		end
	end
	assign HREADY=1;
	generate
	for(i=0;i<=31;i=i+1)
	begin
		always@(posedge HCLK or negedge HRESETn)
		if(!HRESETn)
			GPIO1_DIS[i]<=1'b0;
		else
			GPIO1_DIS[i]<=(~(GPIO1_AFC[i]|GPIO1_DIR[i]))?(GPIO1_DI[i]):1'b0;
	end
	endgenerate
endmodule
```

## run.sh

```bash
#!/bin/bash
# OpenROAD 26Q1-2900-gdf79404cd8, Yosys 0.63+post, stock flow scripts
make -C /OpenROAD-flow-scripts/flow DESIGN_CONFIG=/design/flow/config.mk WORK_HOME=/design/flow/orfs finish
```

## config.mk

```make
export PLATFORM = sky130hd
export DESIGN_NAME = AHB_GPIOC
export DESIGN_NICKNAME = AHB_GPIOC
export VERILOG_FILES = /design/flow/design.v
export SDC_FILE = /design/flow/constraint.sdc
export NUM_CORES = 4
export LEC_CHECK = 1
export CORE_UTILIZATION = 30
```

## constraint.sdc

```tcl
current_design AHB_GPIOC

set clk_period 8.3
set clk_io_pct 0.2

create_clock -name clk0 -period $clk_period [get_ports {HCLK}]

set non_clock_inputs [all_inputs -no_clocks]
set_input_delay [expr $clk_period * $clk_io_pct] -clock clk0 $non_clock_inputs
set_output_delay [expr $clk_period * $clk_io_pct] -clock clk0 [all_outputs]
```

==> results.sh <==
# physical design summary
export IMPL_total_clock_buffers_created_by_cts=27
export IMPL_async_reset_ff_share_pct=86.3
export IMPL_clock_skew_ps=9.35
export IMPL_netlist_top_cells_area="dfrtp_1 47%, edfxtp_1 8.9%, a21oi_1 5.8%"
export IMPL_grt_pass1_wl_um=65000
export IMPL_design_portCount=366
export IMPL_cts_clk_slew_worst_paths_ps=60
export IMPL_grt_remaining_overflow=0
export IMPL_cts_sink_count=233
export IMPL_worst_path_top_cell_family_by_delay="buffers and inverters"
export IMPL_route_vias_total=9670
export IMPL_synth_avg_cell_area_um2=10.7
export IMPL_dieHeight_um=192
export IMPL_synth_warnings=1
export IMPL_drt_pass1_iter_count=7
export IMPL_data_arrival_time_at_the_worst_slack_endpoint_ps=5340
export IMPL_synth_distinct_cells=58
export IMPL_grt_use_met2_pct=37.4
export IMPL_grt_pass1_vias=9581
export IMPL_synth_largest_type_area_fraction_pct=46.6
export IMPL_h_tree_levels=1
export IMPL_dp_hpwl_um=33500
export IMPL_track_usage_pct=25.8
export IMPL_post_synth_top_area_cell="dfrtp_1"
export IMPL_clkLatencyLatePin_ps=540
export IMPL_drt_vias_per_instance=5.33
export IMPL_drc_marker_count_from_the_first_detailed_route_iteration=654
export IMPL_kind_of_start_point_of_the_critical_path="primary input"
export IMPL_fraction_of_layout_instances_using_a_drive_strength_above_1_pct=11.5
export IMPL_final_max_slew_violation_count=0
export IMPL_number_of_instances_in_the_synthesized_netlist=1010
export IMPL_placement_io_buffers=301
export IMPL_setup_viol=0
export IMPL_vdd_ir_drop_worst_mv=0.127
export IMPL_enable_flop_cells=32
export IMPL_final_design_area_no_fill_mm2=0.0153
export IMPL_row_count=69
export IMPL_post_cts_hold_buffer_count=0
export IMPL_synthesis_area_mm2=0.0108
export IMPL_worst_path_buf_inv=4
export IMPL_fp_util_pct=30.4
export IMPL_floorplan_core_area_mm2=0.0355
export IMPL_ys_ff=233
export IMPL_antenna_found_initial=4
export IMPL_max_slew_worst_pin_slew_ps=958
export IMPL_timing_critical_path_cells="clkdlybuf4s50_1, buf_4, or4b_4, nor3_4, buf_4, a22oi_1, a31oi_1, or3_1, clkdlybuf4s50_1"
export IMPL_hold_viol=0
export IMPL_grt_start_max_net_pins=62
export IMPL_drc_errors_left=0
export IMPL_leakagePower_uw=0.00643
export IMPL_fin_setup_tns_ps=0
export IMPL_fmax_mhz=143
export IMPL_slowest_delay_ps=630
export IMPL_final_antenna_net_count=0
export IMPL_ys_chip_area_mm2=0.0108
export IMPL_grt_busiest_layer="met2"
export IMPL_average_routed_wire_per_standard_cell_um=25.2
export IMPL_floorplan_die_width_um=192
export IMPL_criticalPathCategory="primary input to primary output"
export IMPL_total_power_uw=2960
export IMPL_finalCritPeriodShare_pct=84.3
export IMPL_global_route_usage_met1_pct=35.4
export IMPL_design_die_area_mm2=0.0368
export IMPL_globalplace_congestion=0.906
export IMPL_openroad_warnings=56
export IMPL_final_core_utilization_pct=43.1
export IMPL_fin_hold_ws_ps=490
export IMPL_unrepaired_setup_endpoints_after_global_routing="false"
export IMPL_postSynth_topFlopCell="dfrtp_1"
export IMPL_critical_path_required_ps=6640
export IMPL_detail_route_wirelength_um=45800
export IMPL_grtUsageMet3_pct=11.5
export IMPL_setup_worst_path_end_class="primary output"
export IMPL_seq_area_frac_synth_pct=55.5
export IMPL_clock_path_buffers=3
export IMPL_holdCritPathClass="register to register"
export IMPL_logic_area_mm2=0.00435
export IMPL_layout_area_overhead_vs_synth_pct=41.6
export IMPL_clock_tree_from_tritoncts="done"
export IMPL_detailed_place_area_mm2=0.0144
export IMPL_cts_repair_resize_count=0
export IMPL_clockRootBuffer="clkbuf_16"
export IMPL_layout_area_seq_mm2=0.00599
export IMPL_final_min_clock_period_ps=7000
export IMPL_ys_cells=1010
export IMPL_crit_fanout=29
export IMPL_run_status="completed"
export IMPL_drv_max_cap_violation_count=0
export IMPL_max_slew_headroom_pct=36.1
export IMPL_critical_path_slowest_cell="nor3_4"
export IMPL_post_cts_setup_buffer_count=0
export IMPL_filler_cell_count=3339
export IMPL_powerDensity_mw_per_mm2=194
## path summary, 6_finish.rpt
check / to / cells past startpoint / slack [ps] / start
max in group asynchronous: WE_F[2] / 2 / 6070 / HRESETn
worst max register to register: GPIO1_DIR[27] / 5 / 6190 / WADDR[4]
worst min register to register: GPIO1_DIS[21] / 1 / 490 / GPIO1_DIR[21]
min in group asynchronous: GPIO1_DIS[6] / 1 / 1090 / HRESETn
worst max-delay path: HRDATA[6] / 9 / 1300 / HADDR[4]
worst min-delay path: GPIO1_DIS[21] / 1 / 490 / GPIO1_DIR[21]
## worst register-to-register path: stages, from the launching register on
cell	delay (ps)
dfrtp_1	400
nor2_1	240
and3_1	300
nand3_1	640
nand2_1	270
o21ai_0	110
## cells in the mapped netlist (29+ instances only)
cell	n
nand2_1	51
o21ai_0	30
edfxtp_1	32
nor2_1	149
mux2i_1	30
buf_4	40
clkbuf_1	29
dfrtp_1	201
a22oi_1	44
nor3b_1	33
a21oi_1	125
mux2_2	49
## cells by family after synthesis
| logic type | synth area share, % |
|---|---|
| AND/OR/NAND/NOR | 13.6 |
| flip-flops | 55.5 |
| multiplexers | 9.35 |
| other | 0.0696 |
| AND-OR/OR-AND | 16.1 |
| buffers and inverters | 5.34 |
## flip-flops by register name (all words and copies together) (netlist names)
signal	cells
WADDR	5
GPIO1_PM	64
WE_F	4
GPIO1_PS	32
GPIO1_AFC	32
GPIO1_DIR	32
GPIO1_DO	32
GPIO1_DIS	32
## layout make-up
cell class / instances / share of cell area, %
clock inverters: 8 / 0.819
flip-flops and latches: 233 / 39.2
diodes: 1 / 0.0164
well taps: 461 / 3.77
repair buffers: 344 / 21.8
clock buffers: 40 / 5.26
inverters: 27 / 0.663
multi-input cells: 700 / 28.4
## through the flow
stage                     setup slack, ps  instances
after floorplan                      3430       1041
after global placement               1410       1765
after detailed placement             1390       1765
after CTS                            1380       1813
after global routing                 1140       1814
final                                1300       1814
## placed cells by master, fill, tap and decap left out, types with 15 or more instances in the layout
master and count:
a21oi_1 125, a22o_1 16, a22oi_1 44, a31oi_1 19, buf_4 43, clkbuf_16 27
clkdlybuf4s50_1 299, conb_1 33, dfrtp_1 201, edfxtp_1 32, inv_1 27, mux2_2 49
mux2i_1 30, nand2_1 51, nand3_1 15, nor2_1 149, nor3b_1 33, o21ai_0 30
## per-layer routing
layer	up-vias	wire length (µm)
met1	4706	17800
li1	4261	-
met3	107	6080
met5	-	24
met4	4	1670
met2	592	20200
## power by group
part	switching (µW)	total, µW	internal, µW
registers	79.9	1320	1240
logic	172	392	219
clock network	483	1240	760
No activity file was given, so power comes from the tool's default toggle rates.
