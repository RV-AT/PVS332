==> flow/design.v <==
module PERI_MUX
	(
		input HRESETn,
		input HCLK,
		input [31:0]PERISEL,
		output [31:0]PERIDATAR,
		output PERIREADY,
		input [31:0]PERIDATA0,
		input [31:0]PERIDATA1,
		input [31:0]PERIDATA2,
		input [31:0]PERIDATA3,
		input [31:0]PERIDATA4,
		input [31:0]PERIDATA5,
		input [31:0]PERIDATA6,
		input [31:0]PERIDATA7,
		input PERIREADY0,
		input PERIREADY1,
		input PERIREADY2,
		input PERIREADY3,
		input PERIREADY4,
		input PERIREADY5,
		input PERIREADY6,
		input PERIREADY7
	);
	reg[4:0]SLAVESEL;
	wire[4:0]SRDCO;
	always @(posedge HCLK or negedge HRESETn)
	begin
		if(!HRESETn)
			SLAVESEL<=1'b0;
		else
			SLAVESEL<=(PERIREADY)?(SRDCO):SLAVESEL;
	end
	assign SRDCO=(
		{5{PERISEL==	32'b10000000000000000000000000000000	}}&31|
		{5{PERISEL==	32'b01000000000000000000000000000000	}}&30|
		{5{PERISEL==	32'b00100000000000000000000000000000	}}&29|
		{5{PERISEL==	32'b00010000000000000000000000000000	}}&28|
		{5{PERISEL==	32'b00001000000000000000000000000000	}}&27|
		{5{PERISEL==	32'b00000100000000000000000000000000	}}&26|
		{5{PERISEL==	32'b00000010000000000000000000000000	}}&25|
		{5{PERISEL==	32'b00000001000000000000000000000000	}}&24|
		{5{PERISEL==	32'b00000000100000000000000000000000	}}&23|
		{5{PERISEL==	32'b00000000010000000000000000000000	}}&22|
		{5{PERISEL==	32'b00000000001000000000000000000000	}}&21|
		{5{PERISEL==	32'b00000000000100000000000000000000	}}&20|
		{5{PERISEL==	32'b00000000000010000000000000000000	}}&19|
		{5{PERISEL==	32'b00000000000001000000000000000000	}}&18|
		{5{PERISEL==	32'b00000000000000100000000000000000	}}&17|
		{5{PERISEL==	32'b00000000000000010000000000000000	}}&16|
		{5{PERISEL==	32'b00000000000000001000000000000000	}}&15|
		{5{PERISEL==	32'b00000000000000000100000000000000	}}&14|
		{5{PERISEL==	32'b00000000000000000010000000000000	}}&13|
		{5{PERISEL==	32'b00000000000000000001000000000000	}}&12|
		{5{PERISEL==	32'b00000000000000000000100000000000	}}&11|
		{5{PERISEL==	32'b00000000000000000000010000000000	}}&10|
		{5{PERISEL==	32'b00000000000000000000001000000000	}}&9|
		{5{PERISEL==	32'b00000000000000000000000100000000	}}&8|
		{5{PERISEL==	32'b00000000000000000000000010000000	}}&7|
		{5{PERISEL==	32'b00000000000000000000000001000000	}}&6|
		{5{PERISEL==	32'b00000000000000000000000000100000	}}&5|
		{5{PERISEL==	32'b00000000000000000000000000010000	}}&4|
		{5{PERISEL==	32'b00000000000000000000000000001000	}}&3|
		{5{PERISEL==	32'b00000000000000000000000000000100	}}&2|
		{5{PERISEL==	32'b00000000000000000000000000000010	}}&1|
		32'h0);
	assign PERIDATAR=(
	({32{SRDCO==1}}&PERIDATA0)|
	({32{SRDCO==2}}&PERIDATA1)|
	({32{SRDCO==3}}&PERIDATA2)|
	({32{SRDCO==4}}&PERIDATA3)|
	({32{SRDCO==5}}&PERIDATA4)|
	({32{SRDCO==6}}&PERIDATA5)|
	({32{SRDCO==7}}&PERIDATA6)|
	({32{SRDCO==8}}&PERIDATA7)|
	32'b0
	);
	assign PERIREADY=
	((SRDCO==0)|
	((SRDCO==1)&PERIREADY0)|
	((SRDCO==2)&PERIREADY1)|
	((SRDCO==3)&PERIREADY2)|
	((SRDCO==4)&PERIREADY3)|
	((SRDCO==5)&PERIREADY4)|
	((SRDCO==6)&PERIREADY5)|
	((SRDCO==7)&PERIREADY6)|
	((SRDCO==8)&PERIREADY7));
endmodule
==> flow/run.sh <==
#!/bin/bash
# OpenROAD 26Q1-2900-gdf79404cd8, Yosys 0.63+post, stock flow scripts
make -C /OpenROAD-flow-scripts/flow DESIGN_CONFIG=/design/flow/config.mk WORK_HOME=/design/flow/orfs finish
==> flow/config.mk <==
export PLATFORM = sky130hd
export DESIGN_NAME = PERI_MUX
export DESIGN_NICKNAME = PERI_MUX
export VERILOG_FILES = /design/flow/design.v
export SDC_FILE = /design/flow/constraint.sdc
export NUM_CORES = 4
export LEC_CHECK = 1
export CORE_AREA = 10 10 135 135
export DIE_AREA = 0 0 145 145
==> flow/constraint.sdc <==
current_design PERI_MUX

set clk_period 9.9
set clk_io_pct 0.2

create_clock -name clk0 -period $clk_period

set non_clock_inputs [all_inputs -no_clocks]
set_input_delay [expr $clk_period * $clk_io_pct] -clock clk0 $non_clock_inputs
set_output_delay [expr $clk_period * $clk_io_pct] -clock clk0 [all_outputs]
==> metrics.csv <==
stage,metric,value,unit
outcome,outcome,finished clean,
job,tool warnings,34,
floorplan,die width,145,µm
worst_setup_path,required time of the critical path,7920,ps
sta,Slew HR,0.4040,
detailed_routing,DRT iter0 DRCs,384,
power,Pwr Total,0.1603,mW
worst_setup_path,worst-path maximum fanout,31,
power,P_leak,2.197,nW
global_route,global-route wire length before repair,32170,µm
floorplan,std cell rows,45,
synth,Syn Inst Count,401,
place,dpl cells,918,
synth,Syn Area/Cell,7.386,µm²
clocking,Post-CTS Setup Inserts,0,
detailed_routing,vias per cell,5.212,
global_route,grt met1 use,0.2468,
layout,Post-Layout Cell Count,918,
layout,clk_buf instances,0,
floorplan,Vert. Die Dim,145,µm
global_route,pin count of the biggest net entering global routing,34,
sta,fin crit period,8192,ps
sta,fin crit share,0.8275,
global_route,met3 Use GR,0.05140,
sta,final hold violation count,0,
global_route,busiest layer in global routing,met2,
layout,Gate Area,2803,µm²
synth,biggest area cells,"mux2i_1 (11%), a22o_1 (8.0%), nand2_1 (5.8%)",
worst_setup_path,CP Launch Type,primary input,
sta,WHS,4941,ps
sta,Final Max Tran Viols,0,
detailed_routing,vias,4785,
hold_path,hold crit path type,in -> out,
synth,"count leader, synth",nand2_1,
layout,filler instances,1472,
floorplan,chip area,21030,µm²
detailed_routing,drc violations,0,
global_route,vias in the first global route,4945,
global_route,global routing usage on met2,0.3364,
floorplan,core area,15260,µm²
power,PD cells,24.77,nW/µm²
synth,top cell type's share of synthesized area,0.1115,
synth,synth unique cells,59,
worst_setup_path,critical path capture point type,output port,
sta,f_max,122.1,MHz
global_route,Overflow after GRT,0,
sta,"Setup violations, final",0,
layout,final core occ,0.4242,
detailed_routing,per-cell routed wire length,23.78,µm
worst_setup_path,critical path arrival,6210,ps
synth,yosys cell count,401,
synth,Commonest cells post-synth,"nand2_1 (46), mux2i_1 (33), a22o_1 (27), nand3_1 (27), a221oi_1 (18)",
sta,Setup TNS,0,ps
floorplan,Init Core Util,0.1941,
clocking,hold_buf cts,0,
place,IO Port Bufs,329,
detailed_routing,routed wire length,21830,µm
synth,Synth area leader,mux2i_1,
sta,RSZ-0062 raised after global routing,false,
place,global placer's final weighted congestion,0.9206,
synth,number of synthesis warnings,1,
place,DP HPWL,18420,µm
power,worst vdd ir,0.00001529,V
detailed_routing,Ant. Diodes,0,
global_route,antenna violations before repair,0,
clocking,# resized after CTS,0,
job,Max Cap Viol,0,
synth,YS chip area,2962,µm²
layout,share of cells above drive strength 1,0.07638,
worst_setup_path,Crit Path Category,in -> out,
detailed_routing,Routed Antenna Nets,0,
floorplan,io pins,331,
layout,Syn-to-layout area delta,118.5,%
layout,Reg area,0,µm²
synth,Post-synth seq share,0,
sta,worst-margin pin slew,893.9,ps
global_route,GRT Overall Usage,0.1942,
layout,Seq Cell Count,0,
synth,mapped cell area,2962,µm²
detailed_routing,Pre-antenna DRT Iters,6,
## metrics by stage
| step | area [µm²] | setup slack (ps) |
|---|---|---|
| final | 6472 | 1708 |
| after global routing | 6472 | 1478 |
| after CTS | 6472 | 1714 |
| after detailed placement | 6472 | 1704 |
| after global placement | 6472 | 1785 |
| after floorplan | 2962 | 3712 |
## layout make-up
| type | count | area share |
|---|---|---|
| Timing Repair Buffer | 342 | 0.5239 |
| Multi-Input combinational cell | 361 | 0.4330 |
| Tap cell | 211 | 0.04079 |
| Inverter | 4 | 0.002320 |
## worst max-delay path: stages
cell and delay [ps]:
clkdlybuf4s50_1 510, nor4_2 680, nand4_1 300, a211oi_1 370, a31oi_2 50, buf_4 240
nand3_2 90, buf_4 450, mux2_2 400, a222oi_1 470, o211ai_1 150, clkdlybuf4s50_1 490
## placed cells by master, fill, tap and decap left out, types with 6 or more instances in the layout
cell type        Yosys  final
a222oi_1            14     14
xor2_1              10     10
buf_4                3     13
nor4_1               9      9
a22oi_1              6      6
o221ai_1            14     14
mux2i_1             33     33
o21ai_0             14     14
a22o_1              27     27
a221oi_1            18     18
nor4b_1              8      7
a221oi_2             9      9
nand2_1             46     46
nand4_1              8      8
nand3_1             27     26
a21oi_1             17     17
nor3_1               8      8
clkdlybuf4s50_1      0    329
nor2_1              16     16
## routing by layer
layer	part of all wire	vias up
met3	0.088	10
met5	0	-
met4	0.0051	0
met1	0.42	2214
li1	-	2313
met2	0.49	248
## logic make-up after synthesis
group	Yosys count	share of synthesized area
buffers and inverters	40	0.06379
AOI/OAI and AO/OA	152	0.4309
and+or+nand+nor	159	0.3405
xor gates and xnor gates	13	0.03845
muxes	36	0.1229
adders and majority gates	1	0.003380
## worst paths after layout
kind              slack [ps]  depth (start not counted)          start       endpoint
setup / recovery        1710                         12    PERISEL[21]      PERIREADY
hold / removal          4940                          4  PERIDATA0[28]  PERIDATAR[28]
## report_power, final
group | internal [mW] | total [mW] | leakage [nW] | switching [mW]
Sequential | 0 | 0 | 0 | 0
Combinational | 0.116 | 0.160 | 2.20 | 0.0447
Clock | 0 | 0 | 0 | 0
Power figures rest on the tool's default switching activity, not on a simulated workload.
